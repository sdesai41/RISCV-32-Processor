### flow/config.mk
export PLATFORM = sky130hd
export DESIGN_NAME = decodeex
export DESIGN_NICKNAME = decodeex
export VERILOG_FILES = /design/flow/design.v
export SDC_FILE = /design/flow/constraint.sdc
export NUM_CORES = 4
export LEC_CHECK = 1
export CORE_AREA = 10 10 199 199
export DIE_AREA = 0 0 209 209
### flow/constraint.sdc
current_design decodeex

set clk_period 1.0
set clk_io_pct 0.2

create_clock -name clk0 -period $clk_period [get_ports {clk}]

set non_clock_inputs [all_inputs -no_clocks]
set_input_delay [expr $clk_period * $clk_io_pct] -clock clk0 $non_clock_inputs
set_output_delay [expr $clk_period * $clk_io_pct] -clock clk0 [all_outputs]
### flow/design.v
module fetchdecode(clk,pcsrc,pcsrcout,instr, PC,instrout,PCout,fdwrite,flush);  
parameter PCSIZE=16;
input clk, fdwrite, flush,pcsrc;
input reg [PCSIZE-1:0] PC;
input reg [31:0] instr;
output reg [PCSIZE-1:0] PCout;
output reg [31:0] instrout;
output reg pcsrcout;
always @ (posedge clk) begin
if (fdwrite && !flush) begin
PCout<=PC;
instrout<=instr;
pcsrcout<=pcsrc;
end
if (flush) begin
instrout<= 32'd0;
end
end
endmodule 
module decodeex(clk,rs1,rs1out,rs2,rs2out, PC,imm,immout,data1,data2,rd,regwrite,sign,memtoreg,memwrite,memread,length, alusrc,branch,aluop,PCout,data1out,data2out,rdout,regwriteout,signout,memtoregout,memreadout,lengthout, alusrcout,branchout,aluopout,memwriteout,br,brout,instr,instrout,ctrlf,ctrlfout);
parameter PCSIZE=16;
input reg [31:0] instr;
output reg [31:0] instrout;
input clk;
input reg regwrite,sign,memtoreg,memread,alusrc,memwrite,br,ctrlf;
input reg [1:0] length;
input reg [2:0] branch;
input reg [4:0] aluop,rd, rs1,rs2;
input reg [PCSIZE-1:0] PC;
input reg signed [31:0] data1,data2,imm;
output reg regwriteout,signout,memtoregout,memreadout,alusrcout,memwriteout,brout,ctrlfout;
output reg [1:0] lengthout;
output reg [2:0] branchout;
output reg [4:0] aluopout,rdout,rs1out,rs2out;
output reg [PCSIZE-1:0] PCout;
output reg signed [31:0] data1out,data2out,immout;
always @ (posedge clk) begin
instrout<=instr;
PCout<=PC;
data1out<=data1;
data2out<=data2;
regwriteout<=regwrite;
signout<=sign;
memtoregout<=memtoreg;
memwriteout<=memwrite;
memreadout<=memread;
alusrcout<=alusrc;
branchout<=branch;
lengthout<=length;
aluopout<=aluop;
rdout<=rd;
immout<=imm;
rs2out<=rs2;
rs1out<=rs1;
brout<=br;
ctrlfout<=ctrlf;
end
endmodule
module exmem(clk,data2,data2out,result,resultout,zero,zeroout,neg,negout,rd,rdout,PCresult, PCresultout, memread,memreadout,memwrite,memwriteout, length, lengthout, sign, signout, regwrite,regwriteout, memtoreg,memtoregout,branch,branchout);
parameter PCSIZE=16;
input clk;
input reg regwrite,sign,memtoreg,memread,zero,memwrite,neg;
input reg [1:0] length;
input reg [2:0] branch;
input reg [4:0] rd;
input reg [PCSIZE-1:0] PCresult;
input reg signed [31:0] result,data2;
output reg regwriteout,signout,memtoregout,memreadout,zeroout,negout,memwriteout;
output reg [1:0] lengthout;
output reg [2:0] branchout;
output reg [4:0]  rdout;
output reg [PCSIZE-1:0] PCresultout;
output reg signed [31:0] resultout,data2out;
always @ (posedge clk) begin
PCresultout<=PCresult;
resultout<=result;
data2out<=data2;
regwriteout<=regwrite;
signout<=sign;
memtoregout<=memtoreg;
memwriteout<=memwrite;
memreadout<=memread;
zeroout<=zero;
negout<=neg;
branchout<=branch;
lengthout<=length;
rdout<=rd;
end
endmodule
module memwb(clk,result,resultout, rdata,rdataout,rdout,rd,memtoreg, regwrite,memtoregout,regwriteout,cachehit,cachehitout,data2out2,data2out3);
input clk;
input reg regwrite,memtoreg,cachehit;
input reg [4:0] rd;
input reg signed [31:0] rdata,result,data2out2;
output reg regwriteout,memtoregout,cachehitout;
output reg [4:0]  rdout;
output reg signed [31:0] rdataout,resultout,data2out3;
always @ (posedge clk) begin
rdataout<= rdata;
resultout<= result;
regwriteout<= regwrite;
memtoregout<=memtoreg;
rdout<=rd;
cachehitout<=cachehit;
data2out3<=data2out2;
end
endmodule 
module PCreg(PC,clk,PCout,pcwrite);
parameter PCSIZE=16;
input reg [PCSIZE-1:0] PC;
output reg [PCSIZE-1:0] PCout;
input pcwrite, clk;
always @(posedge clk) begin
if (pcwrite) begin
PCout<=PC;
end
end
endmodule
### flow/run.sh
#!/bin/bash
# OpenROAD 26Q1-2900-gdf79404cd8, Yosys 0.63+post, stock flow scripts
make -C /OpenROAD-flow-scripts/flow DESIGN_CONFIG=/design/flow/config.mk WORK_HOME=/design/flow/orfs finish
==> reports/metrics.csv <==
stage,metric,value,unit
outcome,status,finished with violations,
outcome,failing checks,setup timing,
cts,post-CTS setup buffer count,0,
cells_and_area,layout overhead on the synthesized area,110,%
detailed_routing,number of vias per cell,2.63,
sta,unrepaired setup endpoints after global routing,true,
worst_hold_path,Hold Path Stages,1,
worst_hold_path,hold endpoint,instrout[17],
pwr,total chip power,15.1,mW
critical_path,crit-path leading delay family,flip-flops,
cts,CTS sink count,177,
sta,"Setup violations, final",177,
cells_and_area,dominant logic cell type in the layout,clkdlybuf4s50_1,
sta,Final Hold Fails,0,
critical_path,Worst EP required,0.80,ns
critical_path,"slowest stage delay, CP",0.35,ns
sta,crit share post-route,109,%
die,die height,209,µm
placed_design,buffers added on ports,354,
critical_path,WP buf/inv,1,
placed_design,dpl hpwl,12.0,mm
global_route,largest net degree at the start of global routing,17,
cts,"Reg clk slew, reported paths",0.07,ns
placed_design,Inst Count DP,993,
yosys,Gate Count Post-Synth,177,
critical_path,CP Capture Type,output pin,
detailed_routing,DR iter-0 viols,54,
placed_design,routability cong.,0.781,
sta,"Slew Viols, Final",0,
pwr,Worst IR Drop VDD,0.00155,V
critical_path,crit path cell chain,buf_2,
sta,Final min period,1.09,ns
yosys,Yosys Chip Area,3540,µm²
detailed_routing,final WL,14.4,mm
yosys,Mapped Area,3540,µm²
critical_path,CP arrival,0.89,ns
sta,Max Clk Rate,915,MHz
cts,CTS tree,done,
worst_hold_path,hold_sp,instr[17],
die,die width,209,µm
cts,CTS root buffer,clkbuf_16,
cells_and_area,Comb area,0,µm²
cts,H-tree levels,4,
detailed_routing,Detailed Routing Iterations Pass 1,4,
detailed_routing,Wirelength per Cell,14.0,µm
global_route,first-pass GRT wire length,20.7,mm
yosys,"Seq share, synth",100,%
cts,clock buffer depth,2,
critical_path,type of the worst setup path,reg -> out,
cells_and_area,layout cells sized above 1,41.8,%
worst_hold_path,HP Class,in -> reg,
yosys,Cell variety after synth,1,
global_route,total global routing overflow,0,
sta,setup ws final,-0.0924,ns
sta,Max transition margin,87.3,%
sta,hold slack,0.201,ns
pwr,pwr dens,2020,nW/µm²
detailed_routing,ANT cells,0,
yosys,Top cells by area,dfxtp_1 (100%),
detailed_routing,vias,2692,
cts,Num CTS Buffers,17,
job,max cap viols,0,
detailed_routing,DRT antenna net count,0,
die,I/O Pins,355,
critical_path,crit start category,flop,
sta,worst-margin pin slew,0.190,ns
yosys,Avg Inst Size Synth,20.0,µm²
global_route,initial antenna violation count,0,
yosys,yosys cell count,177,
die,fp util,10.0,%
cells_and_area,count of multi-input gates,0,
critical_path,worst-path fanout max,1,
pwr,static leakage,3.18,nW
yosys,post-synth top area cell,dfxtp_1,
cells_and_area,Final Instance Count excl. Fillers,1025,
placed_design,post-place setup slack,-0.0799,ns
detailed_routing,drt drc,0,
job,OpenROAD warnings,27,
die,Core Rows,69,
die,Core ar.,35400,µm²
critical_path,"slowest stage cell, crit path",dfxtp_2,
die,Chip Area,43700,µm²
cells_and_area,most frequent cells in the layout,"clkdlybuf4s50_1 (177), buf_2 (168), dfxtp_1 (150)",
yosys,post-synthesis register bit count,177,
yosys,Yosys top cell area share,100,%
yosys,Ys Warns,1,
global_route,vias in the first global route,3045,
global_route,global-route usage over all layers,6.34,%
==> registers in the layout, indices dropped and copies added, names as in the netlist, 16 cells and up <==
| register | cells |
|---|---|
| data2out | 32 |
| PCout | 16 |
| instrout | 32 |
| immout | 32 |
| data1out | 32 |
==> timing repair <==
item | CTS | global route
gates resized | 584 | 25
cloned | 0 | 0
pin swaps | 0 | 0
hold buffers | 0 | 0
setup endpoints to repair | 177 | 177
==> metrics by stage <==
step / utilization (%) / TNS (ns) / instance area (µm²)
after floorplan: - / 0 / 3540
after global placement: 21.7 / -0.175 / 7670
after detailed placement: 21.7 / -0.232 / 7670
after CTS: 20.9 / -14.04 / 7390
after global routing: 21.0 / -16.80 / 7450
final: 21.0 / -5.33 / 7450
==> routing by layer <==
metal | wire length (µm) | track usage, % | part of all wire [%]
met3 | 2250 | 4.77 | 16
met2 | 6640 | 10.0 | 46
met4 | 182 | 0.843 | 1.3
met1 | 5310 | 6.85 | 37
met5 | 0 | 0 | 0
==> Yosys cell counts <==
cell	n
dfxtp_1	177
==> how the worst max path moves through the flow <==
| stage | startpoint | end | slack [ns] | cells past startpoint |
|---|---|---|---|---|
| 5_1_grt | immout[8] | immout[8] | -0.15 | 1 |
| 6_report | immout[8] | immout[8] | -0.09 | 1 |
| 4_1_cts | immout[8] | immout[8] | -0.14 | 1 |
==> cell type report <==
cell class            count  area (µm²)
Timing Repair Buffer    355        2720
Sequential cell         177        3580
Clock inverter           13         131
Tap cell                461         577
Fill cell              3844       27900
Clock buffer             19         443
==> cell families after synthesis <==
group       after synthesis  share of synthesized area (%)
flip-flops              177                            100
==> where the power goes <==
group,switching (mW),total [mW],internal [mW]
sequential,0.0797,7.51,7.44
combinational,0.199,1.05,0.850
clock,2.95,6.50,3.54
total,3.23,15.1,11.8
Power figures rest on the tool's default switching activity, not on a simulated workload.
